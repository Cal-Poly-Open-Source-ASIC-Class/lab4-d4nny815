--- run.sh ---
#!/bin/bash
# OpenROAD 26Q1-2900-gdf79404cd8, Yosys 0.63+post, stock flow scripts
make -C /OpenROAD-flow-scripts/flow DESIGN_CONFIG=/design/flow/config.mk WORK_HOME=/design/flow/orfs finish
--- constraint.sdc ---
current_design afifo

set clk_period 4.7
set clk_io_pct 0.2

create_clock -name clk0 -period $clk_period [get_ports {rclk}]
create_clock -name clk1 -period $clk_period [get_ports {wclk}]

set non_clock_inputs [all_inputs -no_clocks]
set_input_delay [expr $clk_period * $clk_io_pct] -clock clk0 $non_clock_inputs
set_output_delay [expr $clk_period * $clk_io_pct] -clock clk0 [all_outputs]
--- design.v ---
module afifo #(
    parameter WIDTH = 8,
    parameter DEPTH  = 4
    ) (
    input reset_n,
    input wclk,
    input we,
    input [WIDTH-1:0] wdata,
    input rclk,
    input re,
    output [WIDTH-1:0] rdata,
    output empty,
    output full
    );
    wire [DEPTH-1:0] waddr, raddr;
    wire [DEPTH:0] wptr, rptr, wq2_rptr, rq2_wptr;
    two_stage_sync #(DEPTH+1) sync_r2w (
        .rst_n  (reset_n),
        .clk    (wclk), 
        .din    (rptr),
        .q2     (wq2_rptr)
    );
    two_stage_sync #(DEPTH+1) sync_w2r (
        .rst_n  (reset_n),
        .clk    (rclk), 
        .din    (wptr),
        .q2     (rq2_wptr)
    );
    memory #(WIDTH, DEPTH) mem (
        .wclk       (wclk),
        .we         (we), 
        .wfull      (full),
        .wdata      (wdata),
        .waddr      (waddr), 
        .raddr      (raddr),
        .rdata      (rdata) 
    );
    rptr_mod #(DEPTH) rptr_mod (
        .rrst_n     (reset_n),
        .rclk       (rclk),
        .rq2_wptr   (rq2_wptr),
        .rinc       (re), 
        .raddr      (raddr),
        .rptr       (rptr), 
        .rempty     (empty)
    );
    wptr_mod #(DEPTH) wptr_mod (
        .wrst_n     (reset_n),
        .wclk       (wclk),
        .winc       (we), 
        .wq2_rptr   (wq2_rptr),
        .waddr      (waddr),
        .wptr       (wptr), 
        .wfull      (full) 
    );
endmodule
module memory #(
    parameter WIDTH = 8,
    parameter DEPTH = 4
    )(
    input wclk,
    input we, 
    input wfull, 
    input [WIDTH-1:0] wdata,
    input [DEPTH-1:0] waddr,
    input [DEPTH-1:0] raddr,
    output [WIDTH-1:0] rdata
    );
    logic [WIDTH-1:0] mem [0:2**DEPTH-1];
    always_ff @(posedge wclk) begin
        if (we && !wfull) 
            mem[waddr] <= wdata;
    end
    assign rdata = mem[raddr];
endmodule
module rptr_mod #(
    parameter DEPTH = 4
    )(
    input rrst_n,
    input rclk, 
    input rinc, 
    input [DEPTH:0] rq2_wptr,
    output logic [DEPTH-1:0] raddr,
    output logic [DEPTH:0] rptr,
    output logic rempty
    );
    logic [DEPTH:0] rbin;
    logic [DEPTH:0] rgrey_next, rbin_next;
    logic rempty_val;
    always @(posedge rclk or negedge rrst_n) begin
        if (!rrst_n) begin
            rbin <= 0;
            rptr <= 0;
            rempty <= 1'b1;
        end
        else begin
            rbin <= rbin_next;
            rptr <= rgrey_next;
            rempty <= rempty_val;
        end
    end
    always_comb begin
        raddr = rbin[DEPTH-1:0];
        rbin_next = !rempty ? rbin + {{DEPTH-1{1'b0}}, rinc} : rbin;
        rgrey_next = (rbin_next >> 1) ^ rbin_next;
        rempty_val = (rgrey_next == rq2_wptr);
    end
endmodule
module two_stage_sync #(
    parameter WIDTH = 4
    )( 
    input rst_n,
    input clk,
    input [WIDTH-1:0] din,
    output logic [WIDTH-1:0] q2
    );
    logic [WIDTH-1:0] q1;
    always_ff @(posedge clk or negedge rst_n) begin
        if (!rst_n) begin
            q1 <= 0;
            q2 <= 0;
        end
        else begin
            q2 <= q1;
            q1 <= din;
        end 
    end 
endmodule
module wptr_mod #(
    parameter DEPTH = 4
    )(
    input wrst_n,
    input wclk,
    input winc,
    input [DEPTH:0] wq2_rptr,
    output logic wfull,
    output logic [DEPTH-1:0] waddr,
    output logic [DEPTH:0] wptr
    );
    logic [DEPTH:0] wbin;
    logic [DEPTH:0] wgrey_next, wbin_next;
    logic wfull_val;
    always @(posedge wclk or negedge wrst_n) begin
        if (!wrst_n) begin
            wbin <= 0;
            wptr <= 0;
            wfull <= 0;
        end
        else begin
            wbin <= wbin_next;
            wptr <= wgrey_next;
            wfull <= wfull_val;
        end
    end
    always_comb begin
        waddr = wbin[DEPTH-1:0];
        wbin_next = !wfull ? wbin + {{DEPTH-1{1'b0}}, winc} : wbin;
        wgrey_next = wbin_next ^ (wbin_next >> 1);
        wfull_val = ((wgrey_next[DEPTH] != wq2_rptr[DEPTH] ) &&
                     (wgrey_next[DEPTH-1] != wq2_rptr[DEPTH-1]) &&
                     (wgrey_next[DEPTH-2:0] == wq2_rptr[DEPTH-2:0]));
    end
endmodule
--- config.mk ---
export PLATFORM = sky130hd
export DESIGN_NAME = afifo
export DESIGN_NICKNAME = afifo
export VERILOG_FILES = /design/flow/design.v
export SDC_FILE = /design/flow/constraint.sdc
export NUM_CORES = 4
export LEC_CHECK = 1
export CORE_UTILIZATION = 40
==> run summary <==
run metrics: status=finished clean, EDFF count, synth=128, Slew @ Worst Pin=974 ps, Antenna Cells=0, DRC Markers=0, routed length per instance=just under 20 um, Post-synth top cells=edfxtp_1 (128), dfrtp_1 (39), mux4_2 (32), nor2_1 (14), xnor2_1 (13), Synth area leader=edfxtp_1, xor+xnor area frac=4.58%, Storage cell area=4850 sq um, hold crit path type=reg2reg, required time worst endpoint=3760 ps, Post-CTS Hold Fix Bufs=0, Tot GR Track Use=16.1%, tightest hold margin=181 ps, skew final=between 9 and 10 ps, GR Overflow Total=0, CTS tree=yes, I/O pin count=23, Hold EP=sync_r2w.q1[2], CP peak stage delay=around 710 ps, worst reg-to-reg path cell count=6, routability cong.=about 0.77, layout overhead on the synthesized area=17.7%, Critical Path Start Type=flip-flop, clk sinks=168, setup violators final=0, layout cells sized above 1=24.9%, max-slew violations=0, RSZ-0062 raised after global routing=no, port bufs=21, row cnt=47, Mapped Cells=350, largest net degree at the start of global routing=41, Post-synth seq share=about 70%, CP max-delay cell=dfrtp_2, Worst Path Buf+Inv=2, initial DRC count=between 200 and 250, comb. cell area=between 1500 and 2000 sq um, Peak VDD IR=0.253 mV, core footprint=around 16000 sq um, initial antenna violation count=0, Top logic family=multiplexers, critical path, cell by cell=buf_4 > mux4_2 > nor2b_1 > a211oi_1 > a21oi_1 > clkdlybuf4s50_1, Synth top area share=57.2%, CTS resizes=0, power density over the cells=~670 nW/um^2, hpwl dp=7400 um, hold path depth=0, final hold viol count=0, RR Startpoint=rptr_mod.rbin[1], vias per inst=5.13, Worst slew margin=34.8%, Worst-path clk slew=approximately 60 ps, Post-Synth AOI/OAI Area=2.48%, via count=3210, fin area=between 7000 and 8000 sq um, hold_sp=rptr_mod.rptr[2], LEAKAGE=0.00275 uW, Max-Cap Viols=0, Yosys warning total=4, vias in the first global route=3517, Crit path max-delay family=buffers and inverters, Crit Path Max Fanout=18, #FFs+latches synth=approximately 170, DRT antenna net count=0, endpoint class of the critical path=output port, synthesized area=around 6700 sq um, Tool Warnings=26, CP Class=reg2out, Die Ht=132 um, drt first pass iters=4, fraction of registers with async set/reset=a little under a quarter, R2R setup slack=1770 ps, Final Util=48.1%, setup bufs post-CTS=0, die width=around 130 um, Post-Syn Area per Cell=19.2 sq um, Synth Area in Adders=less than 1%, Data arrival, critical path=2690 ps, Synth Flop Type=edfxtp_1, most common cell in the netlist=edfxtp_1, Simple Share, Synth=between 4 and 5%, Cell Type Count=about 45, placed instance area=7220 sq um, first-pass GRT wire length=between 15000 and 20000 um, MUX share of area=13.0%, die area=17300 sq um, yosys stat cell total=350, FILL cells=1322, Yosys Chip Area=6720 sq um, Setup TNS=0 ps, fp util=40.8%, top cells, area=edfxtp_1 (57%), dfrtp_1 (15%), mux4_2 (11%), R2R Path End=rptr_mod.rempty, final WL=about 12000 um
placed cells by master, fill, tap and decap left out, drive strengths merged, types with 2 or more instances in the layout:
cell           Yosys  routed
inv                5      11
nand2b             3       3
nand3              3       3
o21ai              3       3
xnor2             13      13
mux4              32      32
xnor3              3       3
nor2              14      14
mux2i             11      11
nand4b             4       4
buf                9      20
nor2b             11      11
nand2              7       7
clkinv             0       2
or3b               2       2
mux2               4       4
a211oi             9       9
bufinv             0       3
xor3               2       2
xor2               8       8
nor3               4       4
edfxtp           128     128
clkinvlp           0       2
dfrtp             39      39
clkdlybuf4s50      0      20
ha                 4       4
clkbuf            10      22
or3                2       2
a21oi              9       9
routing by layer:
| layer | GRT usage, % | part of all wire, % | up-vias |
|---|---|---|---|
| met4 | 2.39 | 1.6 | 0 |
| met1 | 23.4 | 41 | 1614 |
| met5 | 0 | 0 | - |
| met2 | 24.5 | 48 | 124 |
| li1 | - | - | 1455 |
| met3 | 7.60 | 8.9 | 17 |
metrics by stage:
stage,power (uW),cells,setup WS (ps)
4_1_cts,5390,626,995
2_1_floorplan,3320,350,2100
3_3_place_gp,3790,591,1300
3_5_place_dp,3810,591,1280
6_report,5320,626,1070
5_1_grt,5610,626,851
power breakdown:
group,internal (uW),switching (uW),total (uW)
clock,971,580,1550
sequential,1910,291,2200
combinational,903,665,1570
logic make-up (layout without fill, tap and decap cells):
| family | count (synthesis) | count (layout) |
|---|---|---|
| multiplexers | 47 | 47 |
| buffers and inverters | 24 | 80 |
| adder cells (fa/ha/maj) | 4 | 4 |
| XOR/XNOR | 26 | 26 |
| AND-OR/OR-AND | 25 | 25 |
| flip-flops | 168 | 168 |
| AND/OR/NAND/NOR | 56 | 56 |
layout make-up:
cell class                 instances  area share (%)
timing repair buffer              40            4.40
inverter                           5           0.237
tap                              220            3.48
clock buffer                      22            6.55
clock inverter                    13            2.17
multi-input combinational        158            21.9
sequential                       168            61.3
worst max path at each step:
stage | from | end | slack (ps) | cells after the start
4_1_cts | rptr_mod.rbin[0] | rdata[4] | 990 | 6
6_report | rptr_mod.rbin[0] | rdata[7] | 1070 | 6
5_1_grt | rptr_mod.rbin[0] | rdata[6] | 850 | 6
worst register-to-register path: cells and delay by family (launching register included):
family | cells | cell delay [ps]
AND/OR/NAND/NOR | 2 | 700
adder cells (fa/ha/maj) | 1 | 300
buffers and inverters | 1 | 390
AND-OR/OR-AND | 2 | 580
flip-flops | 1 | 890
state kept, by name, summed over array words and instances, names as in the netlist:
| register | flops |
|---|---|
| sync_w2r.q1 | 5 |
| rptr_mod.rptr | 5 |
| wptr_mod.wfull | 1 |
| sync_r2w.q2 | 5 |
| mem.mem | 128 |
| rptr_mod.rempty | 1 |
| sync_w2r.q2 | 5 |
| wptr_mod.wptr | 5 |
| wptr_mod.wbin | 4 |
| rptr_mod.rbin | 4 |
| sync_r2w.q1 | 5 |
Power figures rest on the tool's default switching activity, not on a simulated workload.
